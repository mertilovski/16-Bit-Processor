$ cat ./run.sh
#!/bin/bash
# OpenROAD 26Q1-2900-gdf79404cd8, Yosys 0.63+post, stock flow scripts
make -C /OpenROAD-flow-scripts/flow DESIGN_CONFIG=/design/flow/config.mk WORK_HOME=/design/flow/orfs finish
$ cat ./constraint.sdc
current_design AMB

set clk_period 4.6
set clk_io_pct 0.2

create_clock -name clk0 -period $clk_period

set non_clock_inputs [all_inputs -no_clocks]
set_input_delay [expr $clk_period * $clk_io_pct] -clock clk0 $non_clock_inputs
set_output_delay [expr $clk_period * $clk_io_pct] -clock clk0 [all_outputs]
$ cat ./config.mk
export PLATFORM = sky130hd
export DESIGN_NAME = AMB
export DESIGN_NICKNAME = AMB
export VERILOG_FILES = /design/flow/design.v
export SDC_FILE = /design/flow/constraint.sdc
export NUM_CORES = 4
export LEC_CHECK = 1
export CORE_AREA = 10 10 105 105
export DIE_AREA = 0 0 115 115
$ cat ./design.v
`timescale 1ns / 1ps
module AMB(
    input op,
    input [15:0] operand1, operand2,
    output reg [15:0] result,
    output reg isEqual
    );
    always @* begin
        if(op == 1'b0) begin
            result = operand1 + operand2;    
        end
        if(op == 1'b1) begin 
            result = operand1-operand2;
        end 
        if(operand1 == operand2)
            isEqual = 1;
        else
            isEqual = 0;     
	end
endmodule
==> out/results.txt <==
maximum VDD drop: 43.4 uV
Avg Inst Size Synth: 6.82 um^2
initial core utilization: 0.179
Total Routing Usage GR: 0.0756
utilization after layout: 0.270
die outline height: 115 um
I/O pin count: 50
count of standard-cell rows: 34
dominant logic cell type in the layout: clkdlybuf4s50_1
global routing usage on met3: 0.0105
gr ovfl total: 0
share of cells above drive strength 1: 0.152
first-pass GRT wire length: 8540 um
fraction of power spent switching nets: 0.450
Syn Std Cell Area: 1570 um^2
number of warnings reported in the yosys synthesis log: 1
post-route ant nets: 0
WP data arrival: 3.58 ns
final cell area excluding filler cells: 2370 um^2
Synth-to-Final Area Change: 51.0%
instance count of the mapped netlist: 230
Post-Layout Cell Count: 397
area taken by flip-flops and latches: 0 um^2
buffers added on ports: 50
clock share of power: 0
yosys synthesis chip area: 1570 um^2
clock period minus final worst setup slack: 4.50 ns
overall die width: 115 um
seq_cells: 0
GP Congestion: 0.920
internal power: 0.172 mW
combinational share of power: 1.000
yosys cell count: 230
via/cell ratio: 4.52
routing usage on met2: 0.127
path class of the lowest-slack min-delay path: in2out
proportion of power drawn by flip-flops and latches: 0
number of vias in the routed layout: 1794
normalized max-slew margin: 0.721
total instance count after detailed placement: 395
count of clock-net buffers in the final layout: 0
Hold Crit Depth: 4
total cell area at the placement stage: 2280 um^2
initial antenna violation count: 0
total DRC errors in the routed layout: 0
Routed Wire Length: 5310 um
antenna cells: 0
sort of element at the start of the critical path: input pin
Final Hold Violation Tally: 0
drt pass-1 iters: 4
Critical Path End Type: output port
path type of the worst setup path: in2out
transition time at the pin with the least slew margin: 0.415 ns
vias in the first global route: 1754
tool warnings: 48
switching power: 0.141 mW
Tcrit/Tclk final: 0.978
static power due to leakage: 0.991 nW
global routing met1 resource utilization: 0.105
Hold Path Origin: operand2[0]
number of failing setup endpoints in the final timing report: 0
area of the core: 8760 um^2
Avg WL per Cell: 13.4 um
unrepaired setup endpoints after global routing: yes
top achievable clock speed: 222 MHz
endpoint with the worst hold slack: result[0]
number of slew-limit violations in the final report: 0
Detailed Place HPWL: 4540 um
maximum number of pins on one net before global-route repair: 15
Top Usage Layer GRT: met2
maximum net fanout on the critical path: 5
area of the die: 13200 um^2
Worst EP required: 3.68 ns
DRT iter0 DRCs: 104
Min Hold Slack: 2.91 ns
count of distinct cell types in the synthesized netlist: 52
power per cell area: 132 nW/um^2
max cap viols: 0
outcome: completed
fraction of the yosys area taken by sequential cells: 0
most instantiated logic cells after routing: 50 x clkdlybuf4s50_1, 29 x inv_1, 25 x ha_1, 19 x buf_4, 18 x a21oi_1
==> routing by layer <==
| metal | routed length, um | vias up |
|---|---|---|
| li1 | - | 946 |
| met4 | 13 | 0 |
| met1 | 2530 | 803 |
| met3 | 274 | 2 |
| met2 | 2500 | 43 |
| met5 | 0 | - |
==> critical path, cell delays in order <==
cell and delay [ns]:
clkdlybuf4s50_1 0.47, inv_1 0.05, ha_2 0.38, nor2_1 0.06
a221o_1 0.34, a41o_1 0.32, o311ai_2 0.22, a32oi_1 0.17
xnor2_1 0.17, clkdlybuf4s50_1 0.49
==> cell families after synthesis <==
| kind of cell | after synthesis | synth area share |
|---|---|---|
| multiplexers | 1 | 0.00638 |
| XOR/XNOR | 15 | 0.0838 |
| buffers and inverters | 40 | 0.102 |
| AND/OR/NAND/NOR | 71 | 0.234 |
| adder cells (fa/ha/maj) | 32 | 0.265 |
| AND-OR/OR-AND | 71 | 0.309 |
==> stage by stage <==
| step | total power, mW | setup slack [ns] | TNS, ns |
|---|---|---|---|
| after detailed placement | 0.302 | 0.0331 | 0 |
| final | 0.313 | 0.0999 | 0 |
| after CTS | 0.305 | 0.0345 | 0 |
| after global routing | 0.347 | -0.0293 | -0.0293 |
| after global placement | 0.302 | 0.0654 | 0 |
| after floorplan | 0.151 | 1.25 | 0 |
==> synth_stat cells, types with 4 or more instances <==
| library cell | number | area (um^2) |
|---|---|---|
| a21oi_1 | 21 | 105 |
| buf_2 | 5 | 25.0 |
| clkbuf_1 | 4 | 15.0 |
| ha_1 | 30 | 375 |
| inv_1 | 29 | 109 |
| nand2_1 | 15 | 56.3 |
| nand2b_1 | 6 | 37.5 |
| nand3_1 | 7 | 35.0 |
| nor2_1 | 17 | 63.8 |
| nor3_1 | 7 | 35.0 |
| nor4_1 | 5 | 31.3 |
| o211ai_1 | 6 | 45.0 |
| o21ai_0 | 15 | 75.1 |
| xnor2_1 | 12 | 105 |
==> power by group through the flow <==
| stage | Combinational (mW) | Sequential (mW) | Clock (mW) |
|---|---|---|---|
| finish | 0.313 | 0 | 0 |
| global route | 0.347 | 0 | 0 |
| CTS | 0.305 | 0 | 0 |
==> worst max-delay path by stage <==
stage	end	from	depth (start not counted)	slack, ns
4_1_cts	result[11]	operand2[6]	10	0.03
5_1_grt	result[14]	operand1[0]	10	-0.03
6_report	result[15]	operand2[2]	10	0.1
==> area by class of cell <==
| class | instances | area (um^2) |
|---|---|---|
| Multi-Input combinational cell | 190 | 1480 |
| Inverter | 30 | 113 |
| Fill cell | 948 | 6400 |
| Tap cell | 108 | 135 |
| Timing Repair Buffer | 69 | 643 |
==> what timing repair did <==
item / CTS / global route
setup buffers: 0 / 2
resized: 0 / 18
hold buffers: 0 / 0
endpoints found under the setup margin: 0 / 8
Power and IR drop assume default switching activity.
