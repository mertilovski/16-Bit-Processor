--- flow/config.mk ---
export PLATFORM = sky130hd
export DESIGN_NAME = Shifter
export DESIGN_NICKNAME = Shifter
export VERILOG_FILES = /design/flow/design.v
export SDC_FILE = /design/flow/constraint.sdc
export NUM_CORES = 4
export LEC_CHECK = 1
export CORE_UTILIZATION = 40
--- flow/constraint.sdc ---
current_design Shifter

set clk_period 8.8
set clk_io_pct 0.2

create_clock -name clk0 -period $clk_period

set non_clock_inputs [all_inputs -no_clocks]
set_input_delay [expr $clk_period * $clk_io_pct] -clock clk0 $non_clock_inputs
set_output_delay [expr $clk_period * $clk_io_pct] -clock clk0 [all_outputs]
--- flow/design.v ---
`timescale 1ns / 1ps
module Shifter(
    input isEqual,
    input [15:0] Rx, SFR_A,
    output [15:0] shifted
    );
	reg[15:0] _s;
    always @* begin
        if(isEqual == 1'b1) begin
            _s = Rx << SFR_A;
        end
        else begin
            _s = Rx >> SFR_A;
        end
   end
   assign shifted = _s;
endmodule
--- flow/run.sh ---
#!/bin/bash
# OpenROAD 26Q1-2900-gdf79404cd8, Yosys 0.63+post, stock flow scripts
make -C /OpenROAD-flow-scripts/flow DESIGN_CONFIG=/design/flow/config.mk WORK_HOME=/design/flow/orfs finish
==> results_slide.txt <==
Flow Results at a Glance

Critical path
  – Largest fanout of any net on the critical path: 11
  – Startpoint type of the worst setup path: input port
  – Critical path capture point type: output port
  – Arrival time of data at the critical path endpoint: around 4.3 ns
  – Required time of the worst setup path: 7.04 ns
  – Startpoint-to-endpoint class of the critical path: input port to output port

Routing
  – Total Wirelength: 6.20 mm
  – Final routed wire length divided by cell count: between 15 and 20 microns
  – Number of optimization iterations in the first detailed-route pass: 23
  – Detail Route Antenna Nets: 0
  – Detail-routed via count per cell: roughly 6.6
  – Post-route DRC violation count: 0
  – Via count of the routed design: around 2,100
  – Ant diodes: 0
  – Iteration-0 DRC Markers: between 200 and 300

Global routing
  – Largest net degree at the start of global routing: 46
  – Via count of the first global-routing pass: 1,918
  – Total routing resource utilization after global routing: between 20% and 30%
  – Final global-route overflow total: 0
  – Global-route wire length before repair: 10.0 mm
  – Antenna violations before repair: 0

Timing
  – Setup repair after global routing missed its margin: no
  – Fin crit period: 6.05 ns
  – F_max: 165 MHz
  – Sum of negative setup slack: 0 ns
  – Hold Violations, Final: 0
  – Tightest hold margin: 4.68 ns
  – Worst Max-Slew Pin Slew: around 0.61 ns
  – Relative slew slack: 58.9%
  – Final period utilization: slightly below 70%
  – Total of endpoints with negative setup slack in the final report: 0
  – Number of max-slew violations in the final report: 0

Run
  – Count of maximum capacitance violations: 0
  – Tool warnings: 32

Die
  – Die X-Extent: 70.6 microns
  – Total die size: 4980 sq um
  – Floorplan Core Area: 4440 sq um
  – FP Core Util: 42.3%
  – Ports placed on the boundary: 49
  – Cell row count: 24
  – Height of the chip: about 71 microns

Synth
  – Number of warnings printed during yosys synthesis: 1
  – Area of the synthesized netlist per yosys stat: ~1900 sq um
  – Gate Count Post-Synth: 244
  – Count of instantiated cells in the yosys netlist: 244
  – Cell Area, Synth: 1880 sq um
  – Register area share after synthesis: 0%
  – Avg Inst Size Synth: 7.71 sq um
  – Netlist cell types: around 60

Cells and area
  – Filler cell count: ~440
  – Share of final-layout standard cells stronger than drive strength 1: 15.0%
  – Flops: 0
  – Number of clock buffers in the layout: 0
  – Area growth from synthesis to final layout: 21.6%
  – Combinational gate area: approximately 1700 sq um
  – Area occupied by registers: 0 sq um

Power and ir drop
  – Leakage power of the design: around 0.0008 uW
  – Max rail drop VDD: 0.0438 mV
  – Cell Pwr Density: 47.1 nW/um^2

Placed design
  – Final GP Congestion: between 0.9 and 1
  – Port buffer count: 49
  – HPWL after DPL: 4.63 mm

CTS
  – Number of buffers added for setup after CTS: 0
  – Hold-fix buffer count after cts: 0
  – Number of resized instances in the post-cts repair step: 0

Outcome
  – Status: finished clean

Hold path
  – Hold WC Path Type: input port to output port
==> metrics by stage <==
step | utilization [%] | worst slack, ns | instance area, sq um | instances | power, uW
global route | 51.5 | 2.58 | 2290 | 325 | 116
floorplan | - | 4.04 | 1880 | 244 | 70.6
CTS | 51.5 | 2.76 | 2290 | 325 | 106
global placement | 51.5 | 2.78 | 2290 | 325 | 108
finish | 51.5 | 2.75 | 2290 | 325 | 108
detailed placement | 51.5 | 2.75 | 2290 | 325 | 106
==> routing by layer <==
layer / vias up / GRT usage, % / share of wire (%)
li1: 1023 / - / -
met1: 974 / 39.0 / 44
met2: 132 / 40.5 / 46
met3: 6 / 4.48 / 9.3
met4: 0 / 3.56 / 0.86
met5: - / 0 / 0
==> cells by family (layout without fill, tap and decap cells) <==
| kind of cell | after synthesis | after routing | share of synthesized area (%) |
|---|---|---|---|
| compound gates | 75 | 75 | 27.7 |
| mux | 55 | 55 | 38.1 |
| buf+inv | 29 | 58 | 9.71 |
| simple gates | 85 | 85 | 24.6 |
==> final cells by class <==
cell class / count / share of cell area (%)
multi-input cells: 215 / 74.2
well taps: 52 / 2.84
repair buffers: 53 / 22.1
inverters: 5 / 0.821
==> path summary, 6_finish.rpt <==
check	startpoint	endpoint	cells after the start
max	SFR_A[8]	shifted[9]	7
min	SFR_A[3]	shifted[4]	5
==> layout by cell type (no fill, tap or decap), drive strengths merged, types with 5 or more instances in the layout <==
master and instances:
a211oi 5, o21ai 12, a31oi 7, nand3 6, nor3 12, mux2i 25
o22ai 11, nand2 20, mux2 20, nand2b 7, mux4 10, nor2 16
clkdlybuf4s50 46, a21oi 12, buf 7
==> cells in the mapped netlist, types with 4 or more instances <==
cell type | instances | area, sq um
sky130_fd_sc_hd__a21oi_1 | 11 | 55.1
sky130_fd_sc_hd__nor2_1 | 16 | 60.1
sky130_fd_sc_hd__buf_4 | 4 | 30.0
sky130_fd_sc_hd__nand2_1 | 20 | 75.1
sky130_fd_sc_hd__nor2b_1 | 4 | 25.0
sky130_fd_sc_hd__o21ai_1 | 5 | 25.0
sky130_fd_sc_hd__nor3_1 | 12 | 60.1
sky130_fd_sc_hd__o22ai_1 | 11 | 68.8
sky130_fd_sc_hd__nand2b_1 | 7 | 43.8
sky130_fd_sc_hd__clkbuf_1 | 5 | 18.8
sky130_fd_sc_hd__mux2_4 | 4 | 60.1
sky130_fd_sc_hd__mux4_2 | 10 | 225
sky130_fd_sc_hd__a211oi_1 | 5 | 37.5
sky130_fd_sc_hd__a31oi_1 | 7 | 43.8
sky130_fd_sc_hd__mux2_1 | 4 | 45.0
sky130_fd_sc_hd__buf_6 | 4 | 45.0
sky130_fd_sc_hd__nand3_1 | 6 | 30.0
sky130_fd_sc_hd__buf_2 | 10 | 50.1
sky130_fd_sc_hd__mux2i_1 | 25 | 250
sky130_fd_sc_hd__o21ai_0 | 7 | 35.0
sky130_fd_sc_hd__mux2_2 | 12 | 135
==> power breakdown <==
part           switching [uW]  leakage (uW)  internal, uW
registers                   0             0             0
logic                    56.8      0.000820          51.0
clock network               0             0             0
total                    56.8      0.000820          51.0
==> critical path, stage by stage <==
cell and delay (ns):
sky130_fd_sc_hd__clkdlybuf4s50_1 0.44, sky130_fd_sc_hd__nor4_4 0.34, sky130_fd_sc_hd__nand3_1 0.39, sky130_fd_sc_hd__or3_1 0.56, sky130_fd_sc_hd__a21o_1 0.20, sky130_fd_sc_hd__a21oi_1 0.12
sky130_fd_sc_hd__clkdlybuf4s50_1 0.48
Power figures rest on the tool's default switching activity, not on a simulated workload.
